**./run.sh**
```bash
#!/bin/bash
# OpenROAD 26Q1-2900-gdf79404cd8, Yosys 0.63+post, stock flow scripts
make -C /OpenROAD-flow-scripts/flow DESIGN_CONFIG=/design/flow/config.mk WORK_HOME=/design/flow/orfs finish
```
**./config.mk**
```make
export PLATFORM = sky130hd
export DESIGN_NAME = mealy_101
export DESIGN_NICKNAME = mealy_101
export VERILOG_FILES = /design/flow/design.v
export SDC_FILE = /design/flow/constraint.sdc
export NUM_CORES = 4
export LEC_CHECK = 1
export CORE_AREA = 10 10 70 70
export DIE_AREA = 0 0 80 80
```
**./constraint.sdc**
```tcl
current_design mealy_101

set clk_period 1.0
set clk_io_pct 0.2

create_clock -name clk0 -period $clk_period [get_ports {clk}]

set non_clock_inputs [all_inputs -no_clocks]
set_input_delay [expr $clk_period * $clk_io_pct] -clock clk0 $non_clock_inputs
set_output_delay [expr $clk_period * $clk_io_pct] -clock clk0 [all_outputs]
```
**./design.v**
```verilog
module mealy_101 (x,clk,rst,y);
input x,clk,rst;
output reg y;
reg [1:0]state,next_state;
parameter s0 = 2'b00 , 
          s1 = 2'b01,
          s2 = 2'b10;
always @(posedge clk) begin
   if(rst)
        state <= s0;
   else
        state <= next_state;
 end
 always@(state,x) begin
 case(state)
 s0: begin 
        if(x) begin 
        next_state <= s1;
        y<=0;
        end
        else begin
        next_state <= s0;
        y <= 0;
        end
        end
s1: begin 
        if(x) begin 
        next_state <= s1;
        y<=0;
        end
        else begin
        next_state <= s2;
        y <= 0;
        end
        end
s2: begin 
        if(x) begin 
        next_state <= s1;
        y<=1;
        end
        else begin
        next_state <= s0;
        y<= 0;
        end
        end
endcase
end
endmodule       
```
==> notes.md <==
Implementation summary

After synthesis, the cell types taking the most area are sky130_fd_sc_hd__dlxtn_1 36%, sky130_fd_sc_hd__dfxtp_1 32%, sky130_fd_sc_hd__nor2b_1 9.9%. The data arrival time of the worst path is 0.74 ns. The global-route wire length before repair is 427 um. The data required time at the worst endpoint is 1.11 ns. The fraction of post-synthesis cell area in the top cell type by area is 0.356. The area added between synthesis and finish is 87.1%.

In this run the cell area of the synthesized design comes to 126 um2. The maximum level of the CTS H-tree is 1. In the finished design, the share of the clock period the worst path needs comes to 0.625. The slowest cell on the critical path is sky130_fd_sc_hd__clkdlybuf4s50_1.

After clock tree synthesis, the setup repair step added 0 buffers. The mean post-synth cell area is 12.6 um2. The placeable core region is 0.00342 mm2. Setup repair after global routing left no endpoint under its margin. The script reports the combined buffer and inverter count of the critical path as 1.

Per the gpl log, the routability congestion estimate is 0.594. Entering global routing, the biggest net connects 4 pins. Summed over all failing endpoints, the final setup total negative slack is 0 ns. Across all stage logs, warnings added up to 25. The most frequent cell after synthesis is sky130_fd_sc_hd__dlxtn_1. The count of standard-cell rows is 21. The post-detailed-route count of antenna-violating nets is 0. In the final routed layout, each cell accounts on average for 4.42 um. The highest ir drop seen on vdd is 0.148 mV. The cell count after synthesis came out at 10. The total cells reported by yosys after synthesis is 10. By count the netlist is led by 3 x sky130_fd_sc_hd__dlxtn_1, 2 x sky130_fd_sc_hd__dfxtp_1, 2 x sky130_fd_sc_hd__nor2b_1. The total cell area at the placement stage is 214 um2. The cell at the root of the clock tree is sky130_fd_sc_hd__clkbuf_4. 4 I/O pins were placed.

Per the placement log, port buffering inserted 3 buffers. 4 endpoints have no timing constraint. The synthesized design contains 0 enable-type register cells.

The number of filler cells placed in the layout is 409. The flow ran to the end, and the final reports show no timing, DRC or antenna violations. The first element of the critical path is rst.

The type of the worst min-delay path is input pin to register. The number of violations reported at the end of detailed-routing iteration 0 is 2. The number of endpoints with negative hold slack in the final report is 0. The yosys synthesis warning count is 1.

The max-slew check reports its worst relative slack as 0.919. The leading register cell type out of synthesis is sky130_fd_sc_hd__dlxtn_1. STA classifies the critical path startpoint as an input pin.

The overall die width is 80 um. The number of antenna diodes in the final layout is 0. The report lists the number of cells resized after CTS as 0.

The worst setup path is of the input pin to register kind. In the final layout, the share of cells above drive strength 1 is 0.313. The finished cells cover 236 um2. Per the OpenROAD power report, leakage power amounts to 0.0000839 uW. Final hold analysis gives a worst-case slack of 0.556 ns. The pin closest to its max-slew limit shows a slew of 0.121 ns. Static timing analysis puts the maximum clock frequency at 1600 MHz.

The wire length recorded after detailed routing is 274 um. The yosys stat chip area is 126 um2. Yosys reported that registers with async set or reset make up 0. In this run, post-CTS hold repair placed 0 buffers. The flow reported a cell area power density of 1150 mW/mm2. The cell family contributing the most delay on the critical path is buffers and inverters. Per the CTS log, the buffer count on the longest clock path is 2. The die covers 0.00640 mm2.

The via count of the first global-routing pass is 111. The final setup violation count is 0. The height of the chip is 80 um. In the routed design, unresolved DRC markers number 0. The max-slew violation count is 0. The total vias in the final route is 83. The most area-hungry cell type in the Yosys netlist is sky130_fd_sc_hd__dlxtn_1. The total track usage is 0.00995.

The final critical delay including setup and external delays is 0.625 ns. The number of register pins that no clock reaches is 3. After synthesis, the netlist uses 6 different library cells. The first detailed-routing pass ran for 2 iterations. The fraction of the core area occupied by cells at floorplan is 0.0370. The top fanout value on the critical path is 2. TritonCTS built the clock tree. The CTS report gives the tree buffer count as 3. The global route stage reports its total congestion overflow as 0. Per STA, the worst path is made up of clkdlybuf4s50_1, nor2b_1. The number of maximum-capacitance violations recorded for the run is 0. The largest single stage delay on the critical path is 0.49 ns. The start point of the worst hold path is rst. The total of flip-flops plus latches after synthesis is 5. Per the detail_route report, vias per standard cell equal 1.34.

STA classifies the critical path endpoint as a register. On the worst setup and hold paths after CTS, the clock-pin slew comes to 0.03 ns. The initial antenna violation count was 0.
==> area by class of cell <==
| class | instances | area [um2] | share of cell area |
|---|---|---|---|
| sequential | 5 | 85.1 | 0.360 |
| timing repair buffer | 3 | 30.0 | 0.127 |
| tap | 46 | 57.6 | 0.243 |
| multi-input combinational | 5 | 41.3 | 0.175 |
| clock buffer | 3 | 22.5 | 0.0952 |
==> cells by family (layout without fill, tap and decap cells) <==
family | after synthesis | count (layout) | share of synthesized area
simple gates | 5 | 5 | 0.327
latches | 3 | 3 | 0.356
flops | 2 | 2 | 0.317
buf+inv | 0 | 6 | 0
==> flip-flops by register name (all words and copies together) (netlist names) <==
register / flops
y: 1
state: 2
next_state: 2
==> worst paths after layout <==
path	to	slack, ns	depth (start not counted)
setup / recovery	state[1]	0.38	2
hold / removal	state[1]	0.56	2
==> cell usage in the layout (no fill, tap or decap) <==
cell type,n
sky130_fd_sc_hd__nor2b_1,2
sky130_fd_sc_hd__dlxtn_1,3
sky130_fd_sc_hd__nor3b_2,1
sky130_fd_sc_hd__and2_2,1
sky130_fd_sc_hd__clkbuf_4,3
sky130_fd_sc_hd__dfxtp_1,2
sky130_fd_sc_hd__and3b_1,1
sky130_fd_sc_hd__clkdlybuf4s50_1,3
==> power breakdown <==
part / switching [uW] / internal, uW
registers: 0.718 / 82.9
logic: 3.62 / 8.65
clock network: 43.3 / 132
total: 47.6 / 224
==> stage by stage <==
step	cells	worst slack, ns	total power [uW]	util
6_report	62	0.375	271	0.0692
5_1_grt	62	0.355	294	0.0692
4_1_cts	62	0.380	284	0.0692
3_5_place_dp	59	0.144	97.1	0.0626
3_3_place_gp	59	0.154	96.5	0.0626
2_1_floorplan	10	0.664	86.7	-
==> routing by layer <==
layer	GRT usage	wire, um	part of all wire	vias up
met5	0	0	0	-
li1	-	-	-	44
met3	0.0159	41	0.15	0
met1	0.00598	92	0.34	37
met4	0.00704	0	0	0
met2	0.0128	140	0.51	2
Power and IR drop assume default switching activity.
