==> /design/flow/design.v <==
module ALU (opcode,operand1,operand2,result,flagC,flagZ);
input [2:0]opcode;
input[7:0]operand1,operand2;
output reg[15:0]result=16'b0;
output reg flagC = 1'b0,flagZ=1'b0;
parameter[2:0]ADD =3'b000,
SUB = 3'b001,
MUL =  3'b010,
AND =  3'b011,
OR =  3'b100,
NAND =  3'b101,
NOR =  3'b110,
XOR =  3'b111;
always@(opcode,operand1,operand2)
begin
case(opcode)
ADD:begin
result = operand1+operand2;
flagC = result[8];
flagZ = (result == 16'b0);
end
SUB:begin
result = operand1 - operand2;
flagC = result[8];
flagZ = (result == 16'b0);
end
MUL: begin
result = operand1*operand2;
flagZ = (result == 16'b0);
end
AND: begin
result = operand1&operand2;
flagZ = (result == 16'b0);
end
OR: begin
result = operand1|operand2;
flagZ = (result == 16'b0);
end
NAND: begin
result = ~(operand1&operand2);
flagZ = (result == 16'b0);
end
NOR: begin
result = ~(operand1|operand2);
flagZ = (result == 16'b0);
end
XOR: begin
result = operand1^operand2;
flagZ = (result == 16'b0);
end 
default:begin
result = 16'b0;
flagC = 1'b0;
flagZ = 1'b0;
end
endcase
end
endmodule
==> /design/flow/run.sh <==
#!/bin/bash
# OpenROAD 26Q1-2900-gdf79404cd8, Yosys 0.63+post, stock flow scripts
make -C /OpenROAD-flow-scripts/flow DESIGN_CONFIG=/design/flow/config.mk WORK_HOME=/design/flow/orfs finish
==> /design/flow/config.mk <==
export PLATFORM = sky130hd
export DESIGN_NAME = ALU
export DESIGN_NICKNAME = ALU
export VERILOG_FILES = /design/flow/design.v
export SDC_FILE = /design/flow/constraint.sdc
export NUM_CORES = 4
export LEC_CHECK = 1
export CORE_UTILIZATION = 40
==> /design/flow/constraint.sdc <==
current_design ALU

set clk_period 7.6
set clk_io_pct 0.2

create_clock -name clk0 -period $clk_period

set non_clock_inputs [all_inputs -no_clocks]
set_input_delay [expr $clk_period * $clk_io_pct] -clock clk0 $non_clock_inputs
set_output_delay [expr $clk_period * $clk_io_pct] -clock clk0 [all_outputs]
==> impl_report.txt <==
=== SYNTHESIS / PLACE & ROUTE SUMMARY ===
----------------------------------------------------
[Floorplan]
  Initial Util ........................ between 40% and 50%
  Floorplan row count ........................ 34
  Die Wd ........................ 97.9 microns
  Chip Area ........................ 9590 sq um
  Count of boundary I/O pins ........................ 37
  Core Area ........................ just under 9000 sq um
  Height of the die ........................ ~100 microns

[STA]
  Ratio of final minimum period to clock period ........................ 100%
  Worst-margin pin slew ........................ a little over 0.8 ns
  RSZ-0062 raised after global routing ........................ true
  Final Max-Slew Violation Tally ........................ 0
  Final hold violation count ........................ 0
  Upper clock frequency limit ........................ about 130 MHz
  Final worst hold slack ........................ ~4.0 ns
  Relative max-transition margin ........................ 45.1%
  Number of endpoints failing setup at the final stage ........................ 1
  Number of register pins that no clock reaches ........................ 1
  Number of unconstrained endpoints ........................ 2
  Crit path setup slack, layout ........................ -0.0203 ns
  Setup TNS Final ........................ -0.0203 ns
  Clock period minus worst slack ........................ 7.62 ns

[Synthesis]
  Number of standard cells after synthesis ........................ approximately 500
  Most instantiated flip-flop cell in the synthesis netlist ........................ dlxtn_1
  Area figure in the yosys stat output ........................ roughly 3700 sq um
  Count of distinct cell types in the synthesized netlist ........................ between 60 and 70
  Async set-reset flop share out of synthesis ........................ 0%
  Top cells by area, synth ........................ fa_1 21%, ha_1 20%, nor2_1 7.7%
  Per-instance average area after synthesis ........................ roughly 7.4 sq um
  Count of flip-flops with a built-in enable after synthesis ........................ 0
  Post-synth top area cell ........................ fa_1
  Flip-flop and latch count after synthesis ........................ 1
  Cell count listed in synth_stat.txt ........................ 495
  Netlist area before placement ........................ 3680 sq um
  Top cell type's share of synthesized area ........................ 20.7%
  YS warnings ........................ 1

[Setup path]
  Stage delay of the slowest cell on the critical path ........................ 0.51 ns
  Worst Setup End Kind ........................ primary output
  CP Buf/Inv Count ........................ 8
  Required time at the endpoint of the critical path ........................ between 6 and 7 ns
  Worst path top cell family by delay ........................ adder cells
  Critical path startpoint category ........................ input pin
  Critical-path maximum fanout ........................ 5
  Crit path max-delay cell type ........................ fa_1
  Critical Path, Cell by Cell ........................ clkdlybuf4s15_2 > inv_2 > buf_6 > nor2_4 > fa_1 > fa_1 > fa_1 > inv_1 > fa_1 > inv_2 > ha_4 > buf_4 > nor2_1 > nor2_2 > o31ai_4 > buf_4 > o2111ai_1 > or4b_4 > a2111oi_4 > a221o_1 > dlygate4sd2_1
  Cell repeated most along the worst path ........................ fa_1
  WP data arrival ........................ approximately 6 ns
  Worst setup path category ........................ input pin to primary output

[Global routing]
  Vias in the first global route ........................ between 3000 and 4000
  Initial antenna violation count ........................ 0
  Pin count of the biggest net entering global routing ........................ 38
  Global routing usage summed across all routing layers ........................ between 20% and 30%
  Overflow left after global routing ........................ 0
  Global-route wire length before repair ........................ roughly 19000 microns

[Routing]
  Routed len/inst ........................ approximately 16 microns
  Drt first pass iters ........................ 23
  Total vias in the final route ........................ 3891
  Number of inserted diodes ........................ 0
  Remaining DRCs ........................ 0
  Final wirelength ........................ about 12000 microns
  Antenna viol nets, final ........................ 0
  Iteration-0 DRC Markers ........................ 172
  Detailed-route vias per instance ........................ about 5.4

[Power and ir drop]
  Fraction of power consumed by combinational cells ........................ 99.9%
  Share of total power in sequential cells ........................ 0.1%
  Clock group share of total power ........................ 0%
  Overall Power ........................ between 0.0009 and 0.001 W
  Maximum resistive drop on vdd ........................ 0.364 mV
  Standby leakage power ........................ 2.49 nW
  Total power divided by cell area ........................ approximately 200 nW/um^2
  Fraction of power spent switching nets ........................ 48.3%
  Switching Power ........................ ~0.00048 W
  Design internal power ........................ roughly 0.00051 W

[Cells and area]
  Flip-flop count of the largest register after layout ........................ 1
  Share of the core filled with cells in the final layout ........................ 57.8%
  Share of post-route cells with drive strength above 1 ........................ 30.0%
  Area overhead of the layout relative to synthesis ........................ 38.2%
  Final cell count without fillers ........................ about 700

[Placed design]
  Routability cong. ........................ between 0.9 and 1
  HPWL reported at the end of detailed placement ........................ 9670 microns
  Cell Count Post-Placement ........................ 704
  Count of buffers from port buffering ........................ 37

[Run]
  Log Warnings ........................ 49
  Max_cap viols ........................ 0

[Clock network]
  Hold bufs inserted after CTS ........................ 0

[Run status]
  Status ........................ complete, but fails checks
  Violations in the final reports ........................ negative setup slack

[Min path]
  Worst min-delay path category ........................ input pin to primary output

----------------------------------------------------
layer usage:
layer | track usage [%] | part of all wire (%) | up-vias
li1 | - | - | 1935
met1 | 36.1 | 46 | 1811
met2 | 44.1 | 47 | 123
met3 | 3.13 | 5.1 | 22
met4 | 4.08 | 2.0 | 0
met5 | 0 | 0 | -
layout make-up:
| cell class | count | area (sq um) |
|---|---|---|
| multi-input cells | 402 | 3570 |
| repair buffers | 133 | 1070 |
| flip-flops and latches | 1 | 15.0 |
| well taps | 108 | 135 |
| inverters | 77 | 302 |
| fillers | 809 | 3720 |
logic make-up after synthesis:
logic type,synth area share (%)
AND/OR/NAND/NOR,20.5
AND-OR/OR-AND,22.1
adder cells (fa/ha/maj),41.0
buffers and inverters,9.41
XOR/XNOR,4.28
multiplexers,2.31
latches,0.408
synth_stat cells (4+ instances only):
| cell | count |
|---|---|
| nor2_1 | 76 |
| inv_1 | 73 |
| ha_1 | 60 |
| fa_1 | 38 |
| a21oi_1 | 30 |
| o21ai_0 | 28 |
| nand2_1 | 26 |
| nor3_1 | 13 |
| clkbuf_1 | 11 |
| xnor2_1 | 11 |
| nor2b_1 | 8 |
| xor2_1 | 7 |
| a211oi_1 | 6 |
| a21o_1 | 5 |
| nand3_1 | 5 |
| o211ai_1 | 5 |
| o21a_1 | 5 |
| a22oi_1 | 4 |
| and3_1 | 4 |
| mux2i_1 | 4 |
| nand4_1 | 4 |
power by group through the flow:
| stage | clock, W | sequential, W | combinational [W] |
|---|---|---|---|
| finish | 0 | 0.00000107 | 0.000994 |
| global route | 0 | 0.00000124 | 0.00109 |
| CTS | 0 | 0.00000108 | 0.000964 |
timing repair:
item / 4_1_cts / 5_1_grt
pin swaps: 41 / 12
setup buffers: 17 / 0
resized: 131 / 13
gates cloned: 0 / 0
setup endpoints to repair: 12 / 7
placed cells by master, fill, tap and decap left out, drive strengths merged, types with 3 or more instances in the layout:
master | Yosys | routed
a21oi | 30 | 30
buf | 4 | 108
a21o | 5 | 5
inv | 75 | 75
o211ai | 5 | 5
o31ai | 3 | 3
dlymetal6s2s | 0 | 4
nor2b | 9 | 9
a211oi | 6 | 6
nand3 | 5 | 5
ha | 60 | 60
fa | 38 | 38
and3 | 4 | 4
o41ai | 3 | 3
xnor2 | 11 | 11
a2bb2oi | 3 | 3
clkdlybuf4s50 | 0 | 16
nand2 | 26 | 26
dlygate4sd2 | 0 | 3
nor3b | 3 | 3
a21boi | 4 | 4
o21bai | 3 | 3
mux2i | 4 | 4
xor2 | 7 | 7
or3 | 4 | 4
nand4 | 4 | 4
o21ai | 30 | 30
o21a | 5 | 5
o221ai | 3 | 3
nor2 | 76 | 76
nor3 | 13 | 13
nand2b | 3 | 3
a22oi | 4 | 4
per-stage QoR:
| step | area [sq um] | setup slack [ns] |
|---|---|---|
| 5_1_grt | 5090 | -0.169 |
| 4_1_cts | 5040 | 0.000508 |
| 3_5_place_dp | 4720 | -1.03 |
| 6_report | 5090 | -0.0203 |
| 2_1_floorplan | 3680 | 0.271 |
| 3_3_place_gp | 4720 | -0.986 |
final timing paths:
check / start / end / slack [ns] / cells past startpoint
max: operand1[6] / flagZ / -0.02 / 21
min: opcode[0] / result[15] / 3.97 / 5
Power is estimated from default activity; no workload was simulated.
